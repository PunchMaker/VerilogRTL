### /design/flow/run.sh
#!/bin/bash
# OpenROAD 26Q1-2900-gdf79404cd8, Yosys 0.63+post, stock flow scripts
make -C /OpenROAD-flow-scripts/flow DESIGN_CONFIG=/design/flow/config.mk WORK_HOME=/design/flow/orfs finish
### /design/flow/config.mk
export PLATFORM = sky130hd
export DESIGN_NAME = pipeline_break
export DESIGN_NICKNAME = pipeline_break
export VERILOG_FILES = /design/flow/design.v
export SDC_FILE = /design/flow/constraint.sdc
export NUM_CORES = 4
export LEC_CHECK = 1
export CORE_UTILIZATION = 30
### /design/flow/constraint.sdc
current_design pipeline_break

set clk_period 25.3
set clk_io_pct 0.2

create_clock -name clk0 -period $clk_period [get_ports {clk}]

set non_clock_inputs [all_inputs -no_clocks]
set_input_delay [expr $clk_period * $clk_io_pct] -clock clk0 $non_clock_inputs
set_output_delay [expr $clk_period * $clk_io_pct] -clock clk0 [all_outputs]
### /design/flow/design.v
module pipeline_break #(
    parameter   VALID_MODE  = 1     ,
    parameter   READY_MODE  = 1     ,
    parameter   DATA_WIDTH  = 128
    )(
    input                               clk             ,
    input                               rst_n           ,
    input                               i_valid         ,
    output                              i_ready         ,
    input       [DATA_WIDTH-1:0]        i_data          ,
    output                              o_valid         ,
    input                               o_ready         ,
    output      [DATA_WIDTH-1:0]        o_data
    );
wire                            mid_valid       ;
wire                            mid_ready       ;
wire    [DATA_WIDTH-1:0]        mid_data        ;
generate
if (READY_MODE == 0) begin : READY_BYPASS_MODE
    assign mid_valid = i_valid  ;
    assign i_ready   = mid_ready;
    assign mid_data  = i_data   ;
end
else begin : READY_DELAY_MODE
    reg                     i_valid_tmp ;
    reg                     i_ready_tmp ;
    reg [DATA_WIDTH-1:0]    i_data_tmp  ;
    always @(posedge clk or negedge rst_n) begin
        if (rst_n == 1'b0) begin
            i_valid_tmp <= 1'b0;
        end
        else if (i_valid == 1'b1 && mid_ready == 1'b0 && i_valid_tmp == 1'b0) begin
            i_valid_tmp <= 1'b1;
        end
        else if (mid_ready == 1'b1) begin
            i_valid_tmp <= 1'b0;
        end
        else;
    end
    always @(posedge clk or negedge rst_n) begin
        if (rst_n == 1'b0) begin
            i_ready_tmp <= 1'b0;
        end
        else begin
            i_ready_tmp <= mid_ready;
        end
    end
    always @(posedge clk ) begin
        if (i_valid == 1'b1 && mid_ready == 1'b0 && i_valid_tmp == 1'b0) begin
            i_data_tmp <= i_data;
        end
        else;
    end
    assign mid_valid =  i_valid_tmp | i_valid       ;
    assign i_ready   = ~i_valid_tmp | i_ready_tmp   ;
    assign mid_data  = i_valid_tmp == 1'b1 ? i_data_tmp : i_data;
end
if (VALID_MODE == 0) begin : VALID_BYPASS_MODE
    assign o_valid   = mid_valid;
    assign mid_ready = o_ready  ;
    assign o_data    = mid_data ;
end
else begin : VALID_DELAY_MODE
    reg                     o_valid_tmp ;
    reg [DATA_WIDTH-1:0]    o_data_tmp  ;
    always @(posedge clk or negedge rst_n) begin
        if (rst_n == 1'b0) begin
            o_valid_tmp <= 1'b0;
        end
        else if (mid_valid == 1'b1) begin
            o_valid_tmp <= 1'b1;
        end
        else if (o_ready == 1'b1) begin
            o_valid_tmp <= 1'b0;
        end
        else;
    end
    always @(posedge clk ) begin
        if (mid_valid == 1'b1 && mid_ready == 1'b1) begin
            o_data_tmp <= mid_data;
        end
        else;
    end
    assign o_valid   =  o_valid_tmp             ;
    assign mid_ready = ~o_valid_tmp | o_ready   ;
    assign o_data    = o_data_tmp;
end
endgenerate
endmodule
==> impl_metrics.tcl <==
# flow metrics
set metrics [dict create \
    status "finished clean" \
    cts_resized 0 \
    drive_above_1_share_pct 25.2 \
    worst_slew_pin_slew_ns 0.899 \
    maxCapViolCount 0 \
    vias 4774 \
    cp-end-kind "primary output" \
    grt_pass1_vias 5136 \
    seq_area_frac_synth_pct 80.3 \
    drt_iter0_markers 221 \
    drc 0 \
    post-route-period-util_pct 27.8 \
    fin_tns_setup_ns 0 \
    power.total_w 0.00103 \
    vias_per_cell 4.29 \
    cts_setup_buffers 0 \
    clock_path_buffers 3 \
    wirelength_um 18800 \
    fin_cells 1113 \
    required_ns 20.24 \
    syn_avg_cell_area_um2 23.6 \
    critPathSlowestCell "dfrtp_4" \
    max-vdd-ir-drop_mv 0.0522 \
    slew_headroom_pct 40.1 \
    crit_arrival_ns 1.97 \
    cts_tree "done" \
    overflow 0 \
    antenna-diode-count 0 \
    io_pins 262 \
    synth_area_mm2 0.00967 \
    hold_class "reg2reg" \
    grt_max_degree 129 \
    clock-sinks 259 \
    finalCriticalPeriod_ns 7.03 \
    dieArea_mm2 0.0329 \
    hold_buffers 0 \
    slew_violations 0 \
    slowest_delay_ns 0.88 \
    cts_root_buf "clkbuf_16" \
    gp_congestion 0.797 \
    ant_nets 0 \
    ys_types 11 \
    path_max_fanout 44 \
    setup_viol 0 \
    place_area_mm2 0.0127 \
    drt-pass1-iter-count 4 \
    port_buffers 261 \
    hold_violations 0 \
    max_freq_mhz 142 \
    yosys_area_mm2 0.00967 \
    critPathKind "reg2out" \
    openroad.warnings 27 \
    syn_to_final_growth_pct 41.2 \
    p_per_area_mw_per_mm2 75.2 \
    rows 65 \
    cts_max_level 1 \
    cp_cell_sequence "nand2b_1 -> clkdlybuf4s50_1" \
    rsz0062_at_grt "no" \
    numSynthFlops 259 \
    ys_cells 409 \
    yosys_warnings 1 \
    p_leak_nw 4.73 \
    dp.cells 1062 \
    grt_pass1_wl_um 29200 \
    drt-wirelength-per-cell_um 16.9 \
    hpwl_um 11900 \
    start_kind "register" \
    fp.dieH_um 181 \
    fin_skew_ns 0.00600 \
    core_util_floorplan_pct 30.6 \
    cts.clk_slew.worst_paths_ns 0.06 \
    floorplan.die.width_um 181 \
    synthCells 409 \
    insertion_delay_ns 0.53 \
    numCtsBuffers 28 \
    grt_use_total_pct 12.0 \
    antenna_found_initial 0 \
    fin_area_mm2 0.0136 \
    coreArea_mm2 0.0316 \
]
-- Yosys cell counts (all sizes together) --
master,count,area share [%]
edfxtp,256,80
o21a,1,0.078
nand2,1,0.039
mux2,128,18
nor2,2,0.078
dfrtp,3,0.78
nor3b,1,0.078
nand2b,2,0.13
buf,15,1.4
-- registers in the layout, summed over array words and instances (netlist names) --
name,count
READY_DELAY_MODE.i_data_tmp,128
VALID_DELAY_MODE.o_data_tmp,128
READY_DELAY_MODE.i_ready_tmp,1
READY_DELAY_MODE.i_valid_tmp,1
VALID_DELAY_MODE.o_valid_tmp,1
-- kinds of logic (layout without fill, tap and decap cells) --
| kind of cell | Yosys count | count (layout) | synth area share [%] |
|---|---|---|---|
| DFF | 259 | 259 | 80.3 |
| AOI/OAI and AO/OA | 1 | 1 | 0.0777 |
| muxes | 128 | 128 | 17.9 |
| buffers and inverters | 15 | 317 | 1.42 |
| and+or+nand+nor | 6 | 6 | 0.324 |
-- cell usage in the layout (no fill, tap or decap) --
cell             synthesis  layout
clkdlybuf4s50_1          0     261
edfxtp_1               256     256
mux2_4                  76      76
mux2_2                  52      52
clkbuf_16                0      29
clkinv_2                 0       8
clkinv_1                 0       6
bufinv_16                0       4
buf_4                    0       4
dfrtp_1                  3       2
nand2b_1                 2       2
nor2_1                   2       2
clkinv_4                 0       2
clkbuf_1                 0       2
dfrtp_4                  0       1
nor3b_2                  0       1
o21a_4                   0       1
nand2_1                  1       1
buf_12                   0       1
-- worst paths after layout --
check	startpoint	endpoint	slack (ns)	depth (start not counted)
setup / recovery	READY_DELAY_MODE.i_valid_tmp	i_ready	18.27	2
hold / removal	READY_DELAY_MODE.i_data_tmp[87]	VALID_DELAY_MODE.o_data_tmp[87]	0.54	1
setup reg to reg	READY_DELAY_MODE.i_valid_tmp	VALID_DELAY_MODE.o_data_tmp[101]	22.79	2
hold reg to reg	READY_DELAY_MODE.i_data_tmp[87]	VALID_DELAY_MODE.o_data_tmp[87]	0.54	1
max in group asynchronous	rst_n	READY_DELAY_MODE.i_valid_tmp	20.43	1
min in group asynchronous	rst_n	READY_DELAY_MODE.i_valid_tmp	4.71	1
-- power by group --
group	internal [W]	switching (W)
clock network	0.000248	0.000159
logic	0.0000696	0.0000327
registers	0.000507	0.00000960
-- per-layer routing --
layer / track usage, % / up-vias / share of wire, %
met5: 0 / - / 0
met4: 2.85 / 0 / 2.7
met3: 5.36 / 30 / 10
met2: 17.9 / 202 / 46
met1: 17.1 / 2336 / 41
li1: - / 2206 / -
-- final cells by class --
cell class	instances	area, um^2
tap	402	503
clock buffer	31	733
sequential	259	7770
fill	2672	18000
clock inverter	20	200
multi-input combinational	135	1780
timing repair buffer	266	2660
-- stage by stage --
step	utilization [%]	hold slack (ns)	setup WS [ns]
floorplan	-	0.465	9.94
global placement	40.2	0.528	18.06
detailed placement	40.2	0.531	17.99
CTS	43.1	0.541	18.22
global route	43.1	0.553	18.17
finish	43.1	0.543	18.27
-- critical path, delay by kind of cell, from the launching register on --
family | cells | cell delay [ns]
buf+inv | 1 | 0.44
flops | 1 | 0.88
simple gates | 1 | 0.12
Power and IR drop assume default switching activity.
